File: flow/design.v
module BaudGenR(
    input wire          reset_n,
    input wire          clock,
    input wire [1:0]    baud_rate,
    output reg          baud_clk
);
    localparam          clock_freq  = 100_000_000;   
    localparam          BAUD_2400   = 2'b00,
                        BAUD_4800   = 2'b01,
                        BAUD_9600   = 2'b10,
                        BAUD_19200  = 2'b11;
    reg [10:0]          count;
    reg [10:0]          max_count;
    always @(*) begin
        case (baud_rate)
            BAUD_2400:  max_count = 11'd1302;        
            BAUD_4800:  max_count = 11'd651;     
            BAUD_9600:  max_count = 11'd326;     
            BAUD_19200: max_count = 11'd163;      
            default:    max_count = 11'd326;         
        endcase
    end
    always @(posedge clock or negedge reset_n) begin
        if (!reset_n) begin
            count <= 9'd0;
            baud_clk <= 1'b0;
        end else begin
            if (count == max_count) begin
                count <= 9'd0;
                baud_clk <= ~baud_clk;
            end else begin
                count <= count + 1'b1;
            end
        end
    end
endmodule
module BaudGenT(
    input wire          reset_n,
    input wire          clock,
    input wire [1:0]    baud_rate,
    output reg          baud_clk
);
    localparam          clock_freq  = 100_000_000;    
    localparam          BAUD_2400   = 2'b00,
                        BAUD_4800   = 2'b01,
                        BAUD_9600   = 2'b10,
                        BAUD_19200  = 2'b11;
    reg [14:0]          count;
    reg [14:0]          max_count;
    always @(*) begin
        case (baud_rate)
            BAUD_2400:  max_count = 15'd20833;        
            BAUD_4800:  max_count = 15'd10416;     
            BAUD_9600:  max_count = 15'd5208;     
            BAUD_19200: max_count = 15'd2604;      
            default:    max_count = 15'd5208;        
        endcase
    end
    always @(posedge clock or negedge reset_n) begin
        if (!reset_n) begin
            count <= 13'd0;
            baud_clk <= 1'b0;
        end else begin
            if (count == max_count) begin
                count <= 13'd0;
                baud_clk <= ~baud_clk;
            end else begin
                count <= count + 1'b1;
            end
        end
    end
endmodule
module DeFrame(
    input wire  [10:0]  data_parll,      
    input wire          recieved_flag,
    output reg          parity_bit,      
    output reg          start_bit,       
    output reg          stop_bit,        
    output reg          done_flag,       
    output reg  [7:0]   raw_data         
);
    always @(*) 
    begin
        start_bit       = data_parll[0];
        raw_data[7:0]   = data_parll[8:1];
        parity_bit      = data_parll[9];
        stop_bit        = data_parll[10];
        done_flag       = recieved_flag;
    end
endmodule
module Duplex (
    input   wire         reset_n,        
    input   wire         send,           
    input   wire         clock,          
    input   wire  [1:0]  parity_type,    
    input   wire  [1:0]  baud_rate,      
    input   wire  [7:0]  data_transmit,  
    input   wire         rx,             
    output  wire         tx_active_flag,  
    output  wire         tx_done_flag,    
    output  wire         rx_active_flag,  
    output  wire         rx_done_flag,    
    output  wire  [7:0]  data_received,   
    output  wire  [2:0]  error_flag,
    output  wire         tx               
);
TxUnit Transmitter(
    .reset_n(reset_n),
    .send(send),
    .clock(clock),
    .parity_type(parity_type),
    .baud_rate(baud_rate),
    .data_in(data_transmit),
    .data_tx(tx),
    .active_flag(tx_active_flag),
    .done_flag(tx_done_flag)
);
RxUnit Reciever(
    .reset_n(reset_n),
    .clock(clock),
    .parity_type(parity_type),
    .baud_rate(baud_rate),
    .data_tx(rx),
    .data_out(data_received),
    .error_flag(error_flag),
    .active_flag(rx_active_flag),
    .done_flag(rx_done_flag)
);
endmodule
module ErrorCheck(
    input wire         reset_n,        
    input wire         recieved_flag,  
    input wire         parity_bit,     
    input wire         start_bit,      
    input wire         stop_bit,       
    input wire  [1:0]  parity_type,    
    input wire  [7:0]  raw_data,       
    output wire [2:0]  error_flag      
);
    reg error_parity;
    reg parity_flag;
    reg start_flag;
    reg stop_flag;
    localparam          ODD         = 2'b01,
                        EVEN        = 2'b10,
                        NOPARITY00  = 2'b00,
                        NOPARITY11  = 2'b11;
    always @(*) begin
        case (parity_type)
            NOPARITY00, NOPARITY11: error_parity = 1'b1;
            ODD:     error_parity = (^raw_data)? 1'b0 : 1'b1;
            EVEN:    error_parity = (^raw_data)? 1'b1 : 1'b0;
            default: error_parity = 1'b1;
        endcase
    end
    always @(*) begin
        parity_flag  = (error_parity ^ parity_bit);
        start_flag   = (start_bit || 1'b0);
        stop_flag    = ~(stop_bit && 1'b1);
    end
    assign error_flag = (reset_n && recieved_flag)? {stop_flag,start_flag,parity_flag} : 3'b0;
endmodule
module PISO(
    input wire          reset_n,
    input wire          send,
    input wire          baud_clk,
    input wire          parity_bit,
    input wire [7:0]    data_in,
    output reg          data_tx,
    output reg          active_flag,
    output reg          done_flag
);
    localparam          IDLE    = 1'b0, 
                        ACTIVE  = 1'b1;
    reg                 STATE = IDLE;
    reg [3:0]           count = 0;
    wire [10:0]         data_out;
    assign data_out = {1'b1, parity_bit, data_in, 1'b0};
    reg send_prev;
    always @(posedge baud_clk or negedge reset_n) begin
        if (!reset_n) begin
            send_prev <= 1'b0;
        end else begin
            send_prev <= send;
        end
    end
    wire send_rising_edge = send & ~send_prev;
    always @(posedge baud_clk or negedge reset_n) begin
        if (!reset_n) begin
            STATE <= IDLE;
            data_tx <= 1'b1;
            active_flag <= 1'b0;
            done_flag <= 1'b0;
        end else begin
            case (STATE)
                IDLE: begin
                    if (send_rising_edge) STATE <= ACTIVE;
                        else STATE <= IDLE;
                    data_tx <= 1'b1;
                    active_flag <= 1'b0;
                    count <= 4'd0;
                end
                ACTIVE: begin
                    if (count == 11) begin
                        STATE <= IDLE;
                        data_tx <= 1'b1;
                        active_flag <= 1'b0;
                        done_flag <= 1'b1;  
                        count <= 0;
                    end else begin
                        STATE <= ACTIVE;
                        data_tx <= data_out[count];
                        active_flag <= 1'b1;
                        done_flag <= 1'b0;
                        count <= count + 1'b1;
                    end
                end
            endcase
        end
    end
endmodule
module Parity(
    input wire          reset_n,
    input wire [7:0]    data_in,
    input wire [1:0]    parity_type,
    output reg          parity_bit
);
    localparam          ODD         = 2'b01,
                        EVEN        = 2'b10,
                        NOPARITY00  = 2'b00,
                        NOPARITY11  = 2'b11;
    always @(*) begin
        if (!reset_n) parity_bit = 1'b1;
        else begin
            case (parity_type)
                NOPARITY00, NOPARITY11: parity_bit = 1'b1;
                ODD:        parity_bit = ~^data_in;
                EVEN:       parity_bit = ^data_in;
                default:    parity_bit = 1'b1;
            endcase
        end                
    end
endmodule
module RxUnit(
    input wire         reset_n,       
    input wire         data_tx,       
    input wire         clock,         
    input wire  [1:0]  parity_type,   
    input wire  [1:0]  baud_rate,     
    output             active_flag,
    output             done_flag,
    output      [2:0]  error_flag,
    output      [7:0]  data_out
);
    wire        baud_clk_w;           
    wire [10:0] data_parll_w;         
    wire        recieved_flag_w;      
    wire        def_par_bit_w;        
    wire        def_strt_bit_w;       
    wire        def_stp_bit_w;        
    BaudGenR BaudGenR_module(
        .reset_n(reset_n),
        .clock(clock),
        .baud_rate(baud_rate),
        .baud_clk(baud_clk_w)
    );
    SIPO SIPO_module(
        .reset_n(reset_n),
        .data_tx(data_tx),
        .baud_clk(baud_clk_w),
        .active_flag(active_flag),
        .recieved_flag(recieved_flag_w),
        .data_parll(data_parll_w)
    );
    DeFrame DeFrame_module(
        .data_parll(data_parll_w),
        .recieved_flag(recieved_flag_w),
        .parity_bit(def_par_bit_w),
        .start_bit(def_strt_bit_w),
        .stop_bit(def_stp_bit_w),
        .done_flag(done_flag),
        .raw_data(data_out)
    );
    ErrorCheck ErrorCheck_module(
        .reset_n(reset_n),
        .recieved_flag(done_flag),
        .parity_bit(def_par_bit_w),
        .start_bit(def_strt_bit_w),
        .stop_bit(def_stp_bit_w),
        .parity_type(parity_type),
        .raw_data(data_out),
        .error_flag(error_flag)
    );
endmodule
module SIPO(
    input  wire         reset_n,         
    input  wire         data_tx,         
    input  wire         baud_clk,        
    output wire         active_flag,     
    output wire         recieved_flag,   
    output wire  [10:0] data_parll       
);
    reg [10:0]          temp, data_parll_temp;
    reg [3:0]           frame_counter, stop_count;
    reg [1:0]           STATE;
    localparam          IDLE   = 2'b00,
                        CENTER = 2'b01,
                        GET    = 2'b10,
                        FRAME  = 2'b11;
    always @(posedge baud_clk, negedge reset_n) begin
        if (!reset_n) begin
            STATE         <= IDLE;
            stop_count    <= 4'd0;
            frame_counter <= 4'd0;
            temp          <= {11{1'b1}};
        end
        else begin
            case (STATE)
                IDLE: begin
                    temp          <= {11{1'b1}};
                    stop_count    <= 4'd0;
                    frame_counter <= 4'd0;
                    if (~data_tx) STATE  <= CENTER;
                        else STATE <= IDLE;
                end
                CENTER: begin
                    if (stop_count == 4'd6) begin
                        stop_count   <= 4'd0;
                        STATE        <= GET;
                    end else begin
                        stop_count   <= stop_count + 4'b1;
                        STATE        <= CENTER;
                    end
                end
                FRAME: begin
                    temp <= data_parll_temp;
                    if (frame_counter == 4'd10) begin
                        frame_counter <= 4'd0;
                        STATE    <= IDLE;
                    end else begin
                        if (stop_count == 4'd14) begin
                            frame_counter <= frame_counter + 4'b1;
                            stop_count    <= 4'd0; 
                            STATE         <= GET;
                        end else begin
                            frame_counter <= frame_counter;
                            stop_count    <= stop_count + 4'b1;
                            STATE         <= FRAME;
                      end
                    end
                end
                GET: begin 
                    STATE  <= FRAME;
                    temp   <= data_parll_temp;
                end
            endcase
        end
    end
    always @(*) begin
        case (STATE)
            IDLE, CENTER, FRAME: data_parll_temp = temp;
            GET: begin
                data_parll_temp     = temp >> 1;
                data_parll_temp[10] = data_tx;
            end
        endcase
    end
    assign data_parll    = recieved_flag? data_parll_temp : {11{1'b1}};
    assign recieved_flag = (frame_counter == 4'd10);
    assign active_flag   = !recieved_flag;
endmodule
module TxUnit(
    input wire          reset_n,        
    input wire          send,           
    input wire          clock,          
    input wire  [1:0]   parity_type,    
    input wire  [1:0]   baud_rate,      
    input wire  [7:0]   data_in,        
    output        data_tx,              
    output        active_flag,          
    output        done_flag             
);
wire parity_bit_w;
wire baud_clk_w;
BaudGenT BaudGenT_module(
    .reset_n(reset_n),
    .clock(clock),
    .baud_rate(baud_rate),
    .baud_clk(baud_clk_w)
);
Parity Parity_module(
    .reset_n(reset_n),
    .data_in(data_in),
    .parity_type(parity_type),
    .parity_bit(parity_bit_w)
);
PISO PISO_module(
    .reset_n(reset_n),
    .send(send),
    .baud_clk(baud_clk_w),
    .data_in(data_in),
    .parity_bit(parity_bit_w),
    .data_tx(data_tx),
    .active_flag(active_flag),
    .done_flag(done_flag)
);
endmodule
module rising_edge_detect(
    input       clk,
    input       btn,
    output      rising_edge
);
    reg btn_d, btn_prev;
    always @(posedge clk) begin
        btn_d <= btn;
        btn_prev <= btn_d;
    end
    assign rising_edge = btn_d & ~btn_prev;
endmodule
module toggle_led(
    input       clk,
    input       rx_done_flag,
    input [7:0] opcode,
    output      led
);
    reg         led_state;
    wire        rx_done_flag_rising_edge;
    rising_edge_detect RX_done_detect(
        .clk            (clk),
        .btn            (rx_done_flag),
        .rising_edge    (rx_done_flag_rising_edge)
    );
    always @(posedge clk) begin
        if (rx_done_flag_rising_edge &&  (opcode == 8'h55)) begin
            led_state <= ~led_state;
        end
    end
    assign led = led_state;
endmodule
module top(
    input       clk,
    input       btn,
    input       rx,
    output      tx,
    output      led
);
    reg         send;
    wire [7:0]  data_received;
    wire        rx_done_flag;
    Duplex UART_Driver(
        .reset_n        (1),
        .send           (btn), 
        .clock          (clk),
        .parity_type    (2'b01),         
        .baud_rate      (2'b10),         
        .data_transmit  (8'h55),         
        .rx             (rx),
        .tx             (tx),
        .tx_active_flag (),
        .tx_done_flag   (),
        .rx_active_flag (),
        .rx_done_flag   (rx_done_flag),
        .data_received  (data_received),
        .error_flag     ()
    );
    toggle_led LED_Toggle(
        .clk            (clk),
        .rx_done_flag   (rx_done_flag),
        .opcode         (data_received),
        .led            (led)
    );
endmodule
File: flow/run.sh
#!/bin/bash
# OpenROAD 26Q1-2900-gdf79404cd8, Yosys 0.63+post, stock flow scripts
make -C /OpenROAD-flow-scripts/flow DESIGN_CONFIG=/design/flow/config.mk WORK_HOME=/design/flow/orfs finish
File: flow/config.mk
export PLATFORM = sky130hd
export DESIGN_NAME = top
export DESIGN_NICKNAME = top
export VERILOG_FILES = /design/flow/design.v
export SDC_FILE = /design/flow/constraint.sdc
export NUM_CORES = 4
export LEC_CHECK = 1
export CORE_UTILIZATION = 30
File: flow/constraint.sdc
current_design top

set clk_period 2.2
set clk_io_pct 0.2

create_clock -name clk0 -period $clk_period [get_ports {clk}]

set non_clock_inputs [all_inputs -no_clocks]
set_input_delay [expr $clk_period * $clk_io_pct] -clock clk0 $non_clock_inputs
set_output_delay [expr $clk_period * $clk_io_pct] -clock clk0 [all_outputs]
==> flow_summary.yaml <==
# generated from flow reports
final_timing:
  unclocked_pins: 27
  slew_viol_final: 0
  untimed_endpoints: 47
  tightest_slew_ns: 0.6241
  period_minus_slack_ns: 1.520
  finalHoldWorstSlack_ns: 0.3556
  finalCritPeriodShare_pct: 69.10
  setup_violations: 0
  max_slew_margin_pct: 58.39
  setup_tns_ns: 0
  rsz0062_at_grt: "false"
  fin_skew_ns: 0.006035
  finalHoldViolations: 0
  max_freq_ghz: 0.6578
placement:
  placed_cells: 359
  post_dp_cell_area_mm2: 0.002726
  finalWeightedCongestion: 0.8012
  dp_hpwl_mm: 2.562
  port-buffer-count: 4
global_routing:
  grt_util_met1_pct: 14.87
  grt_pass1_wl_mm: 6.320
  grt_util_all_layers_pct: 8.954
  overflow: 0
  grt_max_degree: 22
  grt_pass1_vias: 1450
  grt-busiest-layer: "met1"
  antenna_found_initial: 0
  use_met3_pct: 2.124
  gr-usage-met2_pct: 12.80
job:
  tool_warnings: 33
  drv_cap: 0
logic_synthesis:
  numSynthFlops: 58
  yosys_warnings: 10
  yosysChipArea_mm2: 0.002567
  ys.flop_type: "dfxtp_1"
  syn_area_mm2: 0.002567
  edf_count: 21
  async_flop_share_pct: 0
  ys_types: 40
  syn_area_per_cell_um2: 10.11
  yosys_cells: 254
  synthCells: 254
  yosys.stat.seqShare_pct: 53.41
detailed_routing:
  drt-initial-drc-count: 51
  dr.pass1.iters: 4
  viasPerCell: 4.451
  vias: 1629
  diodes: 0
  postRouteWirelength_mm: 3.597
  routedWlPerCell_um: 9.828
  ant_nets: 0
  drc: 0
clocking:
  cts_resized: 0
  postCtsSetupRepairBufs: 0
  cts-root-buf: "clkbuf_8"
  clockBufferDepth: 2
  cts.clk_slew.worst_paths_ns: 0.06
  cts-hold-fix-buffers: 0
  cts_tree: "done"
  cts_max_level: 2
  insertion_delay_ns: 0.28
  numCtsBuffers: 5
final_layout:
  layout_top_cells: "42 x nor2_1, 37 x dfxtp_1, 21 x edfxtp_1"
  combGateArea_mm2: 0.001105
  final_area_mm2: 0.002814
  drive_gt1_share_pct: 5.364
  layout.cells.most_common: "nor2_1"
  n_fill_cell: 855
  final_cells: 366
  syn2layout_area_growth_pct: 9.600
  flop_area_mm2: 0.001371
critical_path:
  required_ns: 1.76
  critPathCaptureType: "output port"
  crit_chain: "clkdlybuf4s50_1"
  startpoint: "LED_Toggle.led_state"
  crit-reg2reg-launch: "UART_Driver.Transmitter.BaudGenT_module.count[3]"
  path_buffers: 1
  arrival_ns: 1.08
  crit_family: "buffers and inverters"
  cp_slowest_stage_delay_ns: 0.46
  crit_path_start_kind: "flip-flop"
  crit_slowest_cell: "clkdlybuf4s50_1"
  path_class: "reg -> out"
  critPathMaxFanout: 2
outcome:
  status: "completed"
power_and_ir_drop:
  p_seq_share_pct: 56.4
  swShare_pct: 19.06
  power_density_mw_per_mm2: 358.9
  p_total_uw: 1010
  clockPowerShare_pct: 43.2
  p_sw_uw: 192.5
  internal-power_uw: 817.3
  p_comb_share_pct: 0.5
  irDropWorstVdd_mv: 0.3410
  leakage_uw: 0.001023
floorplanning:
  core_mm2: 0.008258
  ios: 5
  floorplan.core_util_pct: 31.09
  die_area_mm2: 0.008932
  fp.dieH_um: 94.51
  num_rows: 33
  die_w_um: 94.51
min_path:
  hold_path.class: "reg -> reg"
  timing.hold.worst.start: "LED_Toggle.RX_done_detect.btn_d"
-- state kept, by name, summed over array words and instances (netlist names) --
| register | cells |
|---|---|
| UART_Driver.Transmitter.PISO_module.data_tx | 1 |
| UART_Driver.Reciever.BaudGenR_module.baud_clk | 1 |
| UART_Driver.Transmitter.BaudGenT_module.baud_clk | 1 |
| UART_Driver.Transmitter.PISO_module.send_prev | 1 |
| UART_Driver.Reciever.SIPO_module.stop_count | 4 |
| UART_Driver.Transmitter.PISO_module.STATE | 1 |
| LED_Toggle.led_state | 1 |
| UART_Driver.Reciever.SIPO_module.STATE | 2 |
| UART_Driver.Reciever.BaudGenR_module.count | 11 |
| LED_Toggle.RX_done_detect.btn_d | 1 |
| UART_Driver.Reciever.SIPO_module.frame_counter | 4 |
| UART_Driver.Reciever.SIPO_module.temp | 10 |
| UART_Driver.Transmitter.PISO_module.count | 4 |
| LED_Toggle.RX_done_detect.btn_prev | 1 |
| UART_Driver.Transmitter.BaudGenT_module.count | 15 |
-- logic make-up after synthesis --
family          after synthesis  share of synthesized area (%)
simple gates                104                          20.71
flops                        58                          53.41
compound gates               26                          5.800
xor+xnor                     26                          8.869
buf+inv                      24                          3.557
fa+ha+maj                    14                          6.823
mux                           2                         0.8284
-- layout make-up --
| cell class | count | area share, % |
|---|---|---|
| sequential | 58 | 48.73 |
| clock inverter | 1 | 0.1779 |
| tap | 105 | 4.669 |
| inverter | 19 | 2.534 |
| timing repair buffer | 5 | 1.690 |
| clock buffer | 6 | 2.935 |
| multi-input combinational | 172 | 39.26 |
-- worst paths after layout --
kind / to / slack (ns) / cells past startpoint
setup / recovery: led / 0.68 / 1
hold / removal: LED_Toggle.RX_done_detect.btn_prev / 0.36 / 0
setup reg to reg: UART_Driver.Transmitter.BaudGenT_module.baud_clk / 0.68 / 3
hold reg to reg: LED_Toggle.RX_done_detect.btn_prev / 0.36 / 0
-- power by group through the flow --
stage	Sequential, uW	Clock [uW]	Combinational (uW)
6_report	569	436	4.60
4_1_cts	569	450	4.65
5_1_grt	569	478	5.09
-- stage by stage --
step	utilization [%]	setup slack, ns
final	34.08	0.6798
after global routing	34.08	0.5994
after CTS	34.08	0.6629
after detailed placement	33.02	0.6784
after global placement	33.02	0.7517
after floorplan	-	0.7763
-- metal layers --
layer / vias to the layer above / share of wire [%]
li1: 868 / -
met1: 740 / 56
met2: 16 / 41
met3: 5 / 3.0
met4: 0 / 0.86
met5: - / 0
-- cells in the mapped netlist (3+ instances only) --
| cell type | number | share of area [%] |
|---|---|---|
| ha_1 | 14 | 6.8 |
| dfxtp_1 | 37 | 29 |
| nor2_1 | 42 | 6.1 |
| inv_1 | 19 | 2.8 |
| nor2b_1 | 6 | 1.5 |
| edfxtp_1 | 21 | 25 |
| nor3_1 | 5 | 0.97 |
| nand2_1 | 16 | 2.3 |
| a21oi_1 | 11 | 2.1 |
| nor4bb_1 | 3 | 1.2 |
| o21ai_0 | 7 | 1.4 |
| nor3b_1 | 3 | 0.88 |
| nand3_1 | 11 | 2.1 |
| xor2_1 | 10 | 3.4 |
| xnor2_1 | 16 | 5.5 |
| clkbuf_1 | 4 | 0.58 |
Power figures rest on the tool's default switching activity, not on a simulated workload.
